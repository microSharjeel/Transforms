**constraint.sdc**
```tcl
current_design HEVC_DCT4_ROM

set clk_period 1.4
set clk_io_pct 0.2

create_clock -name clk0 -period $clk_period

set non_clock_inputs [all_inputs -no_clocks]
set_input_delay [expr $clk_period * $clk_io_pct] -clock clk0 $non_clock_inputs
set_output_delay [expr $clk_period * $clk_io_pct] -clock clk0 [all_outputs]
```
**run.sh**
```bash
#!/bin/bash
# OpenROAD 26Q1-2900-gdf79404cd8, Yosys 0.63+post, stock flow scripts
make -C /OpenROAD-flow-scripts/flow DESIGN_CONFIG=/design/flow/config.mk WORK_HOME=/design/flow/orfs finish
```
**design.v**
```verilog
module HEVC_DCT4_ROM (
    input  logic [1:0] row,
    input  logic [1:0] col, 
    output logic signed [7:0] coeff
);
    logic signed [7:0] coeff_out;
    always_comb begin
        case ({row, col})
            4'b0000: coeff_out = 8'sd64;   
            4'b0001: coeff_out = 8'sd64;   
            4'b0010: coeff_out = 8'sd64;   
            4'b0011: coeff_out = 8'sd64;   
            4'b0100: coeff_out = 8'sd83;   
            4'b0101: coeff_out = 8'sd36;   
            4'b0110: coeff_out = -8'sd36;  
            4'b0111: coeff_out = -8'sd83;  
            4'b1000: coeff_out = 8'sd64;   
            4'b1001: coeff_out = -8'sd64;  
            4'b1010: coeff_out = -8'sd64;  
            4'b1011: coeff_out = 8'sd64;   
            4'b1100: coeff_out = 8'sd36;   
            4'b1101: coeff_out = -8'sd83;  
            4'b1110: coeff_out = 8'sd83;   
            4'b1111: coeff_out = -8'sd36;  
            default: coeff_out = 8'sd0;
        endcase
    end
    assign coeff = coeff_out;
endmodule
```
**config.mk**
```make
export PLATFORM = sky130hd
export DESIGN_NAME = HEVC_DCT4_ROM
export DESIGN_NICKNAME = HEVC_DCT4_ROM
export VERILOG_FILES = /design/flow/design.v
export SDC_FILE = /design/flow/constraint.sdc
export NUM_CORES = 4
export LEC_CHECK = 1
export CORE_AREA = 10 10 70 70
export DIE_AREA = 0 0 80 80
```
==> results.rst <==
Flow metrics
------------

.. list-table::
   :header-rows: 1

   * - Metric
     - Value
   * - Area reported by Yosys stat
     - 193.9 sq um
   * - Vias in the first global route
     - 264
   * - Critical path endpoint category
     - primary output
   * - Residual DRC count
     - 0
   * - Utilization of the core after routing
     - 12.93%
   * - Unrepaired setup endpoints after global routing
     - yes
   * - Top fanout value on the critical path
     - 4
   * - Number of port buffers
     - 12
   * - Part of the cycle the worst path needs
     - 98.03%
   * - DR WL/cell
     - 8.453 microns
   * - P&R area growth vs syn
     - 127.7%
   * - Portion of the post-synthesis area used by sequential elements
     - 0%
   * - Startpoint of the worst hold path
     - row[1]
   * - Violation count after the first detailed-routing iteration
     - 3
   * - First element of the critical path
     - col[1]
   * - Total wirelength of the detailed-routed design
     - 727 microns
   * - Detail Placement HPWL
     - 548.9 microns
   * - Total area of multi-input combinational cells
     - 219.0 sq um
   * - Global-route wire length before repair
     - 1.248 mm
   * - Final hold violations
     - 0
   * - Antenna violations before repair
     - 0
   * - Fillcell total
     - 401
   * - Post-DRT Antenna Nets
     - 0
   * - Overall Global Routing Usage
     - 2.332%
   * - Count of yosys warnings during synthesis
     - 1
   * - GRT overflow
     - 0
   * - Peak ir drop on the vdd network
     - 0.04556 mV
   * - Class of the tightest hold or removal check
     - in -> out
   * - Number of maximum-capacitance violations
     - 0
   * - Worst path arrival time
     - 1.09 ns
   * - Core Rows
     - 21
   * - Detailed-route via count
     - 221
   * - Count of flip-flops and latches
     - 0
   * - Outcome
     - finished, final reports clean
   * - Maximum frequency from static timing analysis
     - 728.6 MHz
   * - Power per unit of standard cell area
     - 243.1 mW/mm^2
   * - IO Pins
     - 12
   * - Router iterations before antenna repair
     - 2
   * - Synth unique cells
     - 14
   * - Largest incremental delay on the critical path
     - 0.19 ns
   * - Placed insts
     - 84
   * - Crit path buffers/inverters
     - 3
   * - Starting density of the core
     - 5.678%
   * - Antenna fix cells
     - 0
   * - Area enclosed by the die boundary
     - 0.006400 sq mm
   * - Vertical die dimension
     - 80 microns
   * - Register cell area after layout
     - 0 sq um
   * - Floorplan Core Area
     - 0.003416 sq mm
   * - Synth Cell Area
     - 193.9 sq um
   * - Avg Inst Size Synth
     - 8.432 sq um
   * - Type of the setup path with the least slack
     - in -> out
   * - Post-layout minimum cycle time
     - 1.372 ns
   * - Largest delay share family, worst path
     - buffers and inverters
   * - Cell-by-cell trace of the critical path
     - buf_8 -> buf_6 -> ha_4 -> nor3_2 -> o21ai_1 -> clkdlybuf4s15_1
   * - Number of cells in Yosys stat
     - 23
   * - Worst slew slack as a fraction of its limit
     - 83.49%
   * - Final non-filler cell total
     - 86
   * - Synthesized netlist cell count
     - 23
   * - Post-detailed-route via-to-cell ratio
     - 2.570
   * - Element type at the critical path start
     - primary input
   * - Pin count of the biggest net entering global routing
     - 9
   * - Number of warning messages in the logs
     - 37
   * - Cell with the biggest individual delay on the critical path
     - sky130_fd_sc_hd__clkdlybuf4s15_1
   * - Layout cells sized above 1
     - 60.00%
   * - Clk_buf instances
     - 0
   * - Slew at the pin with the worst max-slew slack
     - 0.2477 ns
   * - Final setup violating endpoints
     - 0
   * - RD Place Congestion
     - 0.7755
   * - Leakage power figure
     - 0.1869 nW
   * - Final Max Slew Viols
     - 0
   * - Commonest cells after routing, fill and taps aside
     - 4 x sky130_fd_sc_hd__buf_2, 4 x sky130_fd_sc_hd__buf_4
   * - Required time of the critical path
     - 1.12 ns
   * - Chip width
     - 80 microns
==> synth_stat cells <==
cell	count	share of area, %
sky130_fd_sc_hd__ha_1	4	26
sky130_fd_sc_hd__mux2i_1	4	21
sky130_fd_sc_hd__nor2b_1	3	9.7
sky130_fd_sc_hd__inv_1	2	3.9
sky130_fd_sc_hd__a21boi_2	1	5.8
sky130_fd_sc_hd__and2_1	1	3.2
sky130_fd_sc_hd__buf_6	1	5.8
sky130_fd_sc_hd__nand2_1	1	1.9
sky130_fd_sc_hd__nor2b_4	1	7.1
sky130_fd_sc_hd__nor3_1	1	2.6
sky130_fd_sc_hd__nor3b_1	1	3.9
sky130_fd_sc_hd__o21a_1	1	3.9
sky130_fd_sc_hd__o21ai_0	1	2.6
sky130_fd_sc_hd__or2_1	1	3.2
==> area by class of cell <==
class,instances,area share [%]
timing repair buffer,18,33.99
inverter,2,3.399
tap,46,13.03
multi-input combinational,20,49.58
==> logic make-up after synthesis <==
logic type | Yosys count | synth area share [%]
AOI/OAI and AO/OA | 3 | 12.26
adders and majority gates | 4 | 25.81
buffers and inverters | 3 | 9.678
muxes | 4 | 20.65
and+or+nand+nor | 9 | 31.61
==> per-stage QoR <==
| stage | setup TNS [ns] | worst slack (ns) | power [mW] | cell area, sq um | hold WS (ns) |
|---|---|---|---|---|---|
| floorplan | 0 | 0.1940 | 0.03636 | 193.9 | 0.5799 |
| global placement | -5.705 | -0.8344 | 0.09725 | 390.4 | 1.643 |
| detailed placement | -5.863 | -0.8552 | 0.09860 | 390.4 | 1.650 |
| CTS | -0.01090 | -0.01090 | 0.1056 | 434.2 | 1.001 |
| global route | -0.06922 | -0.01870 | 0.1202 | 441.7 | 1.071 |
| finish | 0 | 0.02753 | 0.1074 | 441.7 | 1.013 |
==> final timing paths <==
check       end  slack [ns]  cells after the start
min    coeff[0]        1.01                      4
max    coeff[6]        0.03                      6
==> where the power goes <==
part | leakage (nW) | total, mW | internal (mW) | switching [mW]
combinational | 0.187 | 0.107 | 0.0633 | 0.0441
sequential | 0 | 0 | 0 | 0
clock | 0 | 0 | 0 | 0
==> per-layer routing <==
layer | global-route usage [%] | share of wire, %
met4 | 0 | 0
met2 | 2.889 | 29
met5 | 0 | 0
met3 | 1.705 | 20
met1 | 3.296 | 50
==> timing repair <==
| action | CTS | global route |
|---|---|---|
| endpoints found under the setup margin | 8 | 7 |
| pin swaps | 7 | 4 |
| resized | 46 | 6 |
| hold buffers | 0 | 0 |
| buffers inserted | 2 | 0 |
Power figures rest on the tool's default switching activity, not on a simulated workload.
