File: ./design.v
module HEVC_MAC_unit (
input  logic clk,
input  logic reset,
input  logic enable,
input  logic clear,
input  logic signed [15:0] x,
input  logic signed [7:0] c,
output logic signed [31:0] acc
);
logic signed [31:0] accumulator;
logic signed [23:0] product;
logic signed [31:0] sum;
localparam logic signed [31:0] MAX_POS = 32'sh7FFFFFFF;   
localparam logic signed [31:0] MAX_NEG = 32'sh80000000;   
always_ff @(posedge clk or posedge reset) begin
if (reset) begin
accumulator <= 0;
product <= 0;
end else if (clear) begin
accumulator <= 0;
product <= 0;
end else if (enable) begin
product <= x * c;
sum = accumulator + product;
if (product > 0 && accumulator > (MAX_POS - product)) begin
accumulator <= MAX_POS;   
end else if (product < 0 && accumulator < (MAX_NEG - product)) begin
accumulator <= MAX_NEG;    
end else begin
accumulator <= sum;
end
end
end
assign acc = accumulator;
endmodule
File: ./constraint.sdc
current_design HEVC_MAC_unit

set clk_period 15.5
set clk_io_pct 0.2

create_clock -name clk0 -period $clk_period [get_ports {clk}]

set non_clock_inputs [all_inputs -no_clocks]
set_input_delay [expr $clk_period * $clk_io_pct] -clock clk0 $non_clock_inputs
set_output_delay [expr $clk_period * $clk_io_pct] -clock clk0 [all_outputs]
File: ./run.sh
#!/bin/bash
# OpenROAD 26Q1-2900-gdf79404cd8, Yosys 0.63+post, stock flow scripts
make -C /OpenROAD-flow-scripts/flow DESIGN_CONFIG=/design/flow/config.mk WORK_HOME=/design/flow/orfs finish
File: ./config.mk
export PLATFORM = sky130hd
export DESIGN_NAME = HEVC_MAC_unit
export DESIGN_NICKNAME = HEVC_MAC_unit
export VERILOG_FILES = /design/flow/design.v
export SDC_FILE = /design/flow/constraint.sdc
export NUM_CORES = 4
export LEC_CHECK = 1
export CORE_UTILIZATION = 30
==> flow_metrics.py <==
# Flow results
metrics = {
    "status": {
        "status": "finished clean",
    },
    "synth": {
        "synth_cell_type_count": 68,
        "yosys.stat.chipArea_sq_um": 9947,
        "synth.cell_area_sq_um": 9947,
        "yosysWarnings": 1,
        "flip_flops_with_a_built_in_enable": 0,
        "synth.cells.most_frequent": "sky130_fd_sc_hd__inv_1, sky130_fd_sc_hd__ha_1, sky130_fd_sc_hd__fa_1, sky130_fd_sc_hd__and2_1, sky130_fd_sc_hd__nor2_1",
        "yosysCellCount": 1174,
        "synth-seq-area-share": 0.1409,
        "largest_area_cell": "sky130_fd_sc_hd__fa_1",
        "synth.ff_latch_count": 56,
        "syn_avg_cell_area_sq_um": 8.473,
        "top_cells_by_area": "sky130_fd_sc_hd__fa_1, sky130_fd_sc_hd__dfrtp_1, sky130_fd_sc_hd__ha_1, sky130_fd_sc_hd__inv_1, sky130_fd_sc_hd__and2_1",
        "synth-main-ff-cell": "sky130_fd_sc_hd__dfrtp_1",
        "top_cell": "sky130_fd_sc_hd__inv_1",
        "synthesized_instance_count": 1174,
        "top_cell_area_share": 0.2093,
        "async_flop_share": 1.000,
    },
    "min_path": {
        "hold-path-cell-count": 2,
        "worstHoldPathType": "flip-flop to flip-flop",
    },
    "power": {
        "totalPowerFinal_mw": 1.757,
        "power_leakage_nw": 5.386,
        "vdd.ir_drop.worst_mv": 0.06345,
        "power.density_cell_area_nw_per_um2": 157.9,
    },
    "timing": {
        "period_used_share": 0.5468,
        "final-setup-viol-count": 0,
        "rsz_0062_raised_after_global_routing": "no",
        "final.min_clock_period_ps": 8476,
        "maxClockFrequency_ghz": 0.1180,
        "final_max_slew_viol_count": 0,
        "fin_tns_setup_ps": 0,
        "report.final.hold_viol_count": 0,
        "largest_clock_skew_in_the_final_design_ps": 9.656,
        "headroom_to_the_max_slew_limit": 0.5090,
        "worstMarginPinSlew_ps": 736.5,
    },
    "worst_setup_path": {
        "cp_slowest_cell": "sky130_fd_sc_hd__a2111oi_0",
        "r2r_cells": 17,
        "cp-end-kind": "flip-flop",
        "worst_path_largest_cell_delay_ps": 620,
        "path_buffers": 4,
        "required_ps": 15730,
        "crit_cells": 18,
        "timing.critical_path.from_type": "input pin",
        "critical-path-top-cell-by-count": "sky130_fd_sc_hd__fa_1",
        "critical-path-top-delay-family": "adder cells",
        "cp_cell_sequence": "clkdlybuf4s50_1 > inv_1 > nor2_1 > fa_1 > fa_1 > fa_1 > inv_1 > fa_1 > inv_1 > ha_1 > a21o_1 > a21oi_1 > a2111oi_0 > o2111ai_1 > a311oi_1 > a211oi_1 > xor2_1 > o21ai_0",
        "timing_worst_setup_path_type": "input pin to flip-flop",
        "worstPathArrival_ps": 8700,
        "critical_path.max_fanout": 15,
    },
    "route": {
        "firstDrtPassIters": 4,
        "routed-via-count": 7842,
        "route.final.wire_length_mm": 23.89,
        "antenna_violating_nets_post_route": 0,
        "insertedDiodeCount": 0,
        "drc_errors": 0,
        "detail_route.wl_per_cell_um": 14.45,
        "drt_first_iter_violations": 274,
        "detail_route.vias_per_cell": 4.744,
    },
    "clock_tree": {
        "htreeDepth": 2,
        "insertion_delay_ps": 310,
        "cts_post_setup_buffers_inserted": 0,
        "ctsLongestPathBuffers": 2,
        "cts_tree": "done",
        "cts_resized": 0,
        "path_clk_slew_ps": 70,
        "ctsHoldBuffers": 0,
        "cts_made_buffers": 5,
        "numClockSinks": 56,
        "cts.root.buffer_cell": "sky130_fd_sc_hd__clkbuf_16",
    },
    "cells_and_area": {
        "syn2layout_area_growth_pct": 11.86,
        "layout.cell_area.non_filler_sq_um": 11130,
        "proportion_of_layout_cells_with_a_drive_suffix_above_1": 0.03799,
        "layout.core_utilization": 0.3411,
        "nFillCells": 3353,
        "final_cell_count_no_fill": 1653,
    },
    "floorplan": {
        "fp-utilization": 0.3049,
        "die_height_um": 184.1,
        "coreArea_sq_um": 32620,
        "number_of_cell_rows": 66,
        "io_pins": 60,
        "die_w_um": 184.1,
        "die_area_sq_um": 33890,
    },
    "placed_design": {
        "post-place-cells": 1645,
        "place.port_buffers": 59,
        "place_area_sq_um": 10970,
        "gpl.final_weighted_congestion": 0.9138,
        "place.detailed.hpwl_mm": 19.50,
    },
    "global_routing": {
        "number_of_antenna_violations_at_the_first_check_in_global_routing": 0,
        "maximum_number_of_pins_on_one_net_before_global_route_repair": 57,
        "grtUsageTotal": 0.1526,
        "final_global_route_overflow_total": 0,
        "first_pass_grt_wire_length_mm": 40.64,
        "grt_pass1_vias": 7831,
    },
    "job": {
        "stage_log_warnings": 27,
        "max_cap_violations": 0,
    },
}
-- layer usage --
layer | up-vias | global-route usage | wire length (um) | share of wire
li1 | 4014 | - | - | -
met4 | 0 | 0.02000 | 368 | 0.015
met5 | - | 0 | 0 | 0
met1 | 3638 | 0.2406 | 12270 | 0.51
met2 | 170 | 0.2279 | 9960 | 0.42
met3 | 20 | 0.02696 | 1297 | 0.054
-- final timing paths --
| kind | startpoint | endpoint | slack, ps |
|---|---|---|---|
| min reg2reg | product[18] | product[18] | 590 |
| min in group asynchronous | reset | accumulator[30] | 3280 |
| max | c[7] | product[22] | 7020 |
| max reg2reg | product[2] | accumulator[29] | 10710 |
| max in group asynchronous | reset | accumulator[25] | 11690 |
| min | product[18] | product[18] | 590 |
-- stage by stage --
step | worst slack [ps] | hold WS [ps]
4_1_cts | 7002 | 590.1
3_5_place_dp | 6701 | 572.1
6_report | 7024 | 586.0
2_1_floorplan | 7762 | 495.4
5_1_grt | 6603 | 641.2
3_3_place_gp | 6759 | 559.6
-- placed cells by master (no fill, tap or decap), types with 8 or more instances in the layout --
cell,n
sky130_fd_sc_hd__and2_1,91
sky130_fd_sc_hd__nor2_1,88
sky130_fd_sc_hd__a21oi_1,74
sky130_fd_sc_hd__mux2i_1,11
sky130_fd_sc_hd__inv_1,165
sky130_fd_sc_hd__a21o_1,29
sky130_fd_sc_hd__nand4_1,12
sky130_fd_sc_hd__xnor2_1,47
sky130_fd_sc_hd__dfrtp_1,56
sky130_fd_sc_hd__nor3_1,34
sky130_fd_sc_hd__nor4_1,8
sky130_fd_sc_hd__and3_1,12
sky130_fd_sc_hd__xor2_1,25
sky130_fd_sc_hd__nand2_1,82
sky130_fd_sc_hd__o21ai_0,33
sky130_fd_sc_hd__clkdlybuf4s50_1,57
sky130_fd_sc_hd__nand2b_1,9
sky130_fd_sc_hd__a21oi_2,20
sky130_fd_sc_hd__ha_1,111
sky130_fd_sc_hd__nand3_1,15
sky130_fd_sc_hd__a211oi_1,13
sky130_fd_sc_hd__fa_1,104
sky130_fd_sc_hd__a31oi_1,10
-- flip-flops by register name (all words and copies together), names as in the netlist --
name / count
product: 24
accumulator: 32
-- logic make-up after synthesis --
logic type / synth area share
xor gates and xnor gates: 0.06340
buffers and inverters: 0.07987
adders and majority gates: 0.3489
and+or+nand+nor: 0.1927
DFF: 0.1409
muxes: 0.01107
AOI/OAI and AO/OA: 0.1631
-- final cells by class --
cell class / count / area (sq um) / share of cell area
multi-input combinational: 915 / 7770 / 0.6983
sequential: 56 / 1401 / 0.1259
inverter: 168 / 630.6 / 0.05667
timing repair buffer: 64 / 618.1 / 0.05555
tap: 442 / 553.0 / 0.04970
clock buffer: 5 / 125.1 / 0.01124
clock inverter: 3 / 28.78 / 0.002586
-- report_power, final --
group	internal, mW	switching, mW	total, mW
logic	0.609	0.755	1.36
clock network	0.0626	0.0622	0.125
registers	0.191	0.0776	0.269
total	0.862	0.895	1.76
-- worst register-to-register path: stages, from the launching register on --
cell                       delay [ps]
sky130_fd_sc_hd__dfrtp_1          470
sky130_fd_sc_hd__nor4_1           400
sky130_fd_sc_hd__nand2b_1         160
sky130_fd_sc_hd__nor2_1           220
sky130_fd_sc_hd__nand3_1          220
sky130_fd_sc_hd__nor3_1           340
sky130_fd_sc_hd__nand2b_1         190
sky130_fd_sc_hd__nand2_1          140
sky130_fd_sc_hd__ha_1             260
sky130_fd_sc_hd__a21o_1           160
sky130_fd_sc_hd__a2111o_1         420
sky130_fd_sc_hd__a211oi_1         440
sky130_fd_sc_hd__o21ai_0          170
sky130_fd_sc_hd__a21oi_1          280
sky130_fd_sc_hd__a41oi_4           40
sky130_fd_sc_hd__buf_4            290
sky130_fd_sc_hd__nand2_1          300
sky130_fd_sc_hd__o32ai_1          150
Power is estimated from default activity; no workload was simulated.
